--- config.mk ---
export PLATFORM = sky130hd
export DESIGN_NAME = tkeep_gen
export DESIGN_NICKNAME = tkeep_gen
export VERILOG_FILES = /design/flow/design.v
export SDC_FILE = /design/flow/constraint.sdc
export NUM_CORES = 4
export LEC_CHECK = 1
export CORE_UTILIZATION = 40
--- constraint.sdc ---
current_design tkeep_gen

set clk_period 23.4
set clk_io_pct 0.2

create_clock -name clk0 -period $clk_period [get_ports {clk}]

set non_clock_inputs [all_inputs -no_clocks]
set_input_delay [expr $clk_period * $clk_io_pct] -clock clk0 $non_clock_inputs
set_output_delay [expr $clk_period * $clk_io_pct] -clock clk0 [all_outputs]
--- design.v ---
`timescale 1ns/1ps
module sync_fifo #
(
    parameter int DWIDTH = 32,
    parameter int DEPTH = 512
)
(
    input logic clk,
    input logic rst,
    input logic [DWIDTH-1:0] wr_data,
    input logic wr_en,
    input logic rd_en,
    output logic [DWIDTH-1:0] rd_data,
    output logic wr_full,
    output logic rd_empty
);
    localparam int LUT_DEPTH = DEPTH < 16 ? DEPTH : 16;
    localparam int BRAM_DEPTH = 1 << $clog2(DEPTH-LUT_DEPTH);
    localparam RAM_STYLE = BRAM_DEPTH > 32 ? "block" : "distributed";
    logic [DWIDTH-1:0] fifo_lutram[LUT_DEPTH-1:0];
    logic [$clog2(LUT_DEPTH)-1:0] lutram_rd_addr;
    logic [$clog2(LUT_DEPTH)-1:0] lutram_wr_addr;
    logic [$clog2(LUT_DEPTH):0] lutram_rd_ptr;
    logic [$clog2(LUT_DEPTH):0] lutram_wr_ptr;
    logic [DWIDTH-1:0] data_from_fifo;
    logic lutram_empty;
    logic lutram_full;
    logic input_to_output;
    logic input_to_lutram;
    if (DEPTH > 16) begin
        (* ram_style = RAM_STYLE *) logic [DWIDTH-1:0] fifo_bram[BRAM_DEPTH-1:0];
        logic [$clog2(BRAM_DEPTH)-1:0] bram_rd_addr;
        logic [$clog2(BRAM_DEPTH)-1:0] bram_wr_addr;
        logic [$clog2(BRAM_DEPTH):0] bram_rd_ptr;
        logic [$clog2(BRAM_DEPTH):0] bram_wr_ptr;
        logic [DWIDTH-1:0] bram_reg_1, bram_reg_2;
        logic bram_valid_1, bram_valid_2;
        logic bram_to_lutram, bram_to_lutram_1, bram_to_lutram_2;
        logic input_to_bram;
        logic bram_full;
        logic bram_empty;
        always_ff @(posedge clk) begin
            bram_reg_1 <= fifo_bram[bram_rd_addr];
            bram_reg_2 <= bram_reg_1;
        end
        always_ff @(posedge clk) begin
            if (rst) begin
                lutram_rd_ptr <= {{$clog2(LUT_DEPTH)+1}{1'b0}};
                lutram_wr_ptr <= {{$clog2(LUT_DEPTH)+1}{1'b0}};
                bram_rd_ptr <= {{$clog2(BRAM_DEPTH)+1}{1'b0}};
                bram_wr_ptr <= {{$clog2(BRAM_DEPTH)+1}{1'b0}};
                bram_valid_1 <= 1'b0;
                bram_valid_2 <= 1'b0;
                bram_to_lutram <= 1'b0;
                bram_to_lutram_1 <= 1'b0;
                bram_to_lutram_2 <= 1'b0;
            end
            else begin
                if (~bram_full & input_to_bram) begin
                    fifo_bram[bram_wr_addr] <= wr_data;
                    bram_wr_ptr <= bram_wr_ptr + 1'b1;
                end
                if (input_to_lutram)
                    fifo_lutram[lutram_wr_addr] <= wr_data;
                else if (bram_to_lutram_2 & bram_valid_2)
                    fifo_lutram[lutram_wr_addr] <= bram_reg_2;
                if (input_to_lutram | (bram_to_lutram_2 & bram_valid_2))
                    lutram_wr_ptr <= lutram_wr_ptr + 1'b1;
                if (bram_rd_ptr != bram_wr_ptr && bram_to_lutram)
                    bram_rd_ptr <= bram_rd_ptr + 1'b1;
                bram_valid_1 <= bram_rd_ptr != bram_wr_ptr;
                bram_valid_2 <= bram_valid_1;
                bram_to_lutram_1 <= bram_to_lutram;
                bram_to_lutram_2 <= bram_to_lutram_1;
                if (lutram_wr_ptr - lutram_rd_ptr <= 5'd8)
                    bram_to_lutram <= 1'b1;
                else
                    bram_to_lutram <= 1'b0;
                if (rd_en && lutram_rd_ptr != lutram_wr_ptr)
                    lutram_rd_ptr <= lutram_rd_ptr + 1'b1;
            end
        end
        assign wr_full = bram_full;
        assign bram_full = bram_rd_ptr == {~bram_wr_ptr[$clog2(BRAM_DEPTH)], bram_wr_addr};
        assign bram_empty = bram_rd_ptr == bram_wr_ptr && ~bram_valid_1 && ~bram_valid_2;
        assign bram_wr_addr = bram_wr_ptr[$clog2(BRAM_DEPTH)-1:0];
        assign bram_rd_addr = bram_rd_ptr[$clog2(BRAM_DEPTH)-1:0];
        assign input_to_output = lutram_empty & bram_empty & rd_en;
        assign input_to_bram = wr_en && (~bram_empty || lutram_full);
        assign input_to_lutram = (~lutram_empty | ~rd_en) & bram_empty & wr_en & ~lutram_full;
        assign rd_data = (lutram_empty & bram_empty) ? wr_data : data_from_fifo;
        assign rd_empty = lutram_empty & (~wr_en | ~bram_empty);
    end
    else begin
        always_ff @(posedge clk) begin
            if (rst) begin
                lutram_rd_ptr <= {($clog2(LUT_DEPTH)+1){1'b0}};
                lutram_wr_ptr <= {($clog2(LUT_DEPTH)+1){1'b0}};
            end
            else begin
                if (input_to_lutram) begin
                    fifo_lutram[lutram_wr_addr] <= wr_data;
                    lutram_wr_ptr <= lutram_wr_ptr + 1'b1;
                end
                if (rd_en && lutram_rd_ptr != lutram_wr_ptr)
                    lutram_rd_ptr <= lutram_rd_ptr + 1'b1;
            end
        end
        assign wr_full = lutram_full;
        assign input_to_output = lutram_empty & rd_en;
        assign input_to_lutram = ~input_to_output & wr_en & ~lutram_full;
        assign rd_data = lutram_empty ? wr_data : data_from_fifo;
        assign rd_empty = lutram_empty & ~wr_en;
    end
    assign lutram_wr_addr = lutram_wr_ptr[$clog2(LUT_DEPTH)-1:0];
    assign lutram_rd_addr = lutram_rd_ptr[$clog2(LUT_DEPTH)-1:0];
    assign lutram_full = lutram_rd_ptr == {~lutram_wr_ptr[$clog2(LUT_DEPTH)],lutram_wr_addr};
    assign lutram_empty = lutram_rd_ptr == lutram_wr_ptr;
    assign data_from_fifo = fifo_lutram[lutram_rd_addr];
endmodule
`timescale 1ns/1ps
module easy_fifo_axis_sync #
(
    parameter int DWIDTH = 32,
    parameter int DEPTH = 16,
    parameter int INPUT_REG = 0,
    parameter int OUTPUT_REG = 0
)
(
    input logic rst,
    input logic clk,
    input logic [DWIDTH-1:0] s_axis_tdata,
    input logic s_axis_tvalid,
    output logic s_axis_tready,
    output logic [DWIDTH-1:0] m_axis_tdata,
    output logic m_axis_tvalid,
    input logic m_axis_tready
);
    logic wr_clk_int, rd_clk_int;
    logic [DWIDTH-1:0] wr_data_int, rd_data_int;
    logic wr_en_int, rd_en_int;
    logic wr_full_int, rd_empty_int;
    assign wr_clk_int = clk;
    assign rd_clk_int = clk;
    if (INPUT_REG) begin
        always_ff @(posedge wr_clk_int) begin
            if (rst) begin
                wr_data_int <= {DWIDTH{1'b0}};
                wr_en_int <= 1'b0;
            end
            else if (s_axis_tready) begin
                wr_data_int <= s_axis_tdata;
                wr_en_int <= s_axis_tvalid;
            end
		end
		assign s_axis_tready = ~wr_full_int | ~wr_en_int;
    end
    else begin
        assign wr_data_int = s_axis_tdata;
        assign wr_en_int = s_axis_tvalid;
		assign s_axis_tready = ~wr_full_int;
    end
    if (OUTPUT_REG) begin
        always_ff @(posedge rd_clk_int) begin
            if (rst) begin
                m_axis_tdata <= {DWIDTH{1'b0}};
                m_axis_tvalid <= 1'b0;
            end
            else if (rd_en_int) begin
                m_axis_tdata <= rd_data_int;
                m_axis_tvalid <= ~rd_empty_int;
            end
        end
		assign rd_en_int = m_axis_tready | ~m_axis_tvalid;
    end
    else begin
        assign m_axis_tdata = rd_data_int;
        assign m_axis_tvalid = ~rd_empty_int;
		assign rd_en_int = m_axis_tready;
    end
    sync_fifo #(
        .DWIDTH   (DWIDTH),
        .DEPTH    (DEPTH)
    ) u_sync_fifo (
    	.clk      (clk),
        .rst      (rst),
        .wr_data  (wr_data_int),
        .wr_en    (wr_en_int),
        .rd_en    (rd_en_int),
        .rd_data  (rd_data_int),
        .wr_full  (wr_full_int),
        .rd_empty (rd_empty_int)
    );
endmodule
`timescale 1ns / 1ps
module axis_gen_xoshiro128ss #
(
    parameter bit [63:0] S0 = 64'd1,
    parameter bit [63:0] S1 = 64'd2
)
(
    input logic clk,
    input logic enable,
    output logic [63:0] rand64 = 64'b0
);
    logic [63:0] s0 = S0;
    logic [63:0] s1 = S1;
    logic [63:0] s0_new, s1_new;
    logic [63:0] s0m5;
    logic [63:0] s0m5_rotl;
    always_comb begin
        s0_new = s0;
        s1_new = s1;
        s1_new = s1_new ^ s0;
        s0_new = ({s0_new << 24} | {s0_new >> (64-24)}) ^ s1_new ^ (s1_new << 16);
        s1_new = ({s1_new << 37} | {s1_new >> (64-37)});
    end
    always_ff @(posedge clk) begin
        if (enable) begin
            s0 <= s0_new;
            s1 <= s1_new;
            rand64 <= ({{s0*5} << 7} | {{s0*5} >> (64-7)})*9;
        end
    end
endmodule
`timescale 1ns/1ps
module tkeep_gen #(
    parameter int DWIDTH = 8,
    parameter bit [63:0] S0 = 64'd1,
    parameter bit [63:0] S1 = 64'd2
) (
    input logic clk,
    input logic rst,
    input logic enable,
    input logic [15:0] pkt_len_min,
    input logic [15:0] pkt_len_max,
    output logic [DWIDTH-1:0] tkeep,
    output logic tlast,
    output logic vld
);
    logic [63:0] rand64;
    logic [15:0] pkt_len_diff = 16'b0;
    logic [15:0] pkt_len[3:0];
    logic [15:0] pkt_len_mask = {16{1'b1}};
    logic [15:0] pkt_len_buf_in = 16'b0;
    logic pkt_len_buf_in_vld = 1'b0;
    logic pkt_len_buf_in_rdy;
    logic [15:0] pkt_len_buf_out;
    logic pkt_len_buf_out_vld;
    logic pkt_len_buf_out_rdy;
    logic [15:0] pkt_len_curr = 16'b0;
    axis_gen_xoshiro128ss #(
        .S0 (S0),
        .S1 (S1)
    ) u_xoshiro128ss(
        .*,
        .enable (pkt_len_buf_in_rdy)
    );
    easy_fifo_axis_sync #(
        .DWIDTH     (16),
        .DEPTH      (16)
    ) u_easy_fifo_axis_sync(
        .*,
        .s_axis_tdata  (pkt_len_buf_in),
        .s_axis_tvalid (pkt_len_buf_in_vld),
        .s_axis_tready (pkt_len_buf_in_rdy),
        .m_axis_tdata  (pkt_len_buf_out),
        .m_axis_tvalid (pkt_len_buf_out_vld),
        .m_axis_tready (pkt_len_buf_out_rdy)
    );    
    always_ff @(posedge clk) begin
        pkt_len_diff <= pkt_len_max - pkt_len_min;
    end
    genvar i;
    for (i = 0; i < 16; i++) begin
        always_ff @(posedge clk) begin
            pkt_len_mask[i] <= |pkt_len_diff[15:i];
        end
    end
    always_ff @(posedge clk) begin
        if (rst)
            pkt_len_buf_in_vld <= 1'b0;
        else if (pkt_len_buf_in_rdy) begin
            if (pkt_len[0] <= pkt_len_diff) begin
                pkt_len_buf_in <= pkt_len[0] + pkt_len_min;
                pkt_len_buf_in_vld <= 1'b1;
            end
            else if (pkt_len[1] <= pkt_len_diff) begin
                pkt_len_buf_in <= pkt_len[1] + pkt_len_min;
                pkt_len_buf_in_vld <= 1'b1;
            end
            else if (pkt_len[2] <= pkt_len_diff) begin
                pkt_len_buf_in <= pkt_len[2] + pkt_len_min;
                pkt_len_buf_in_vld <= 1'b1;
            end
            else begin
                pkt_len_buf_in_vld <= 1'b0;
            end
        end
    end
    always_ff @(posedge clk) begin
        if (rst) begin
            pkt_len_curr <= 16'b0;
            vld <= 1'b0;
        end
        else if (enable) begin
            if (pkt_len_curr > 16'(DWIDTH)) begin
                pkt_len_curr <= pkt_len_curr - 16'(DWIDTH);
                vld <= 1'b1;
            end
            else if (pkt_len_buf_out_vld) begin
                pkt_len_curr <= pkt_len_buf_out;
                vld <= 1'b1;
            end
            else begin
                pkt_len_curr <= 16'b0;
                vld <= 1'b0;
            end
        end
    end
    assign pkt_len_buf_out_rdy = ((pkt_len_curr <= 16'(DWIDTH)) && enable) || (pkt_len_curr == 16'b0);
    for (i = 0; i < 4; i++)
        assign pkt_len[i] = rand64[63-i*16-:16] & pkt_len_mask;
    for (i = 0; i < DWIDTH; i++)
        assign tkeep[DWIDTH-1-i] = pkt_len_curr > 16'(i);
    assign tlast = pkt_len_curr <= 16'(DWIDTH);
endmodule
--- run.sh ---
#!/bin/bash
# OpenROAD 26Q1-2900-gdf79404cd8, Yosys 0.63+post, stock flow scripts
make -C /OpenROAD-flow-scripts/flow DESIGN_CONFIG=/design/flow/config.mk WORK_HOME=/design/flow/orfs finish
==> commit_impl_results.txt <==
Log flow metrics for this revision

- The flow ran to the end, and the final reports show no timing, DRC or antenna violations.
- Worst Path Class, Setup: reg -> reg
- Number of max-slew violations in the final report: 0
- Tracing the worst setup path back leads to its startpoint at u_xoshiro128ss.s0[1]$_DFFE_PN_.
* Fin Clk Skew: 72.7 ps
- Final hold violation count: 0
- Fraction of synthesis flops using an asynchronous set or reset pin: 0%
- The analysis attributes to net switching a power of 997 uW.
* Per-cell via count in the routed design: 5.43
- Synthesized instance count: 2513
- Final critical path time including I/O delays and setup: 9140 ps
- CP max-delay cell: a2111oi_0
- Ports: 45
- Worst rel slew slack: 40.4%
- Startpoint of the worst-slack reg-to-reg timing path: u_xoshiro128ss.s0[1]$_DFFE_PN_
- Insertion delay at the late pin of the worst-skew pair: 650 ps
- Final Worst Setup Slack: 14260 ps
- Critical path launch point type: flop
- Detailed placement HPWL: 57.7 mm
- The first global-routing pass estimated 117 mm of wire.
- Per the post-synthesis stats, the area per cell is 12.1 um^2.
* Leak Pwr: 0.0147 uW
* Cell at the root of the clock tree: clkbuf_16
* OpenROAD warning count: 31
- The number of setup buffers added after CTS is 0.
* Fin area: 33700 um^2
* Total of flip-flops plus latches after synthesis: 512
* Initial standard-cell utilization of the core: 40.6%
* Total wirelength of the detailed-routed design: 75.9 mm
- Floorplan Core Area: 74700 um^2
* Relative area change from synthesis to final layout: 11.3%
- STA puts the critical path data required time at 23760 ps.
- The via count of the first global-routing pass is 19800.
- Total of cells resized after clock tree synthesis: 0
- STA classifies the critical path endpoint as a flop.
- CTS tree: built
- Slew at the pin closest to its max-slew limit: 894 ps
* 1st-pass router iterations: 5
- Clock power frac: 27.5%
- TritonRoute reported its final design rule violation total as 0.
- Total negative slack: 0 ps
- The final power report lists total power as 3030 uW.
- Area after detailed placement: 32000 um^2
- Clock tree synthesis inserted a total of 56 buffers.
- For the worst min-delay path, the startpoint reported by OpenROAD is pkt_len_diff[15]$_DFF_P_.
- Sw frac: 32.9%
- Per the gpl log, the routability congestion estimate is 0.922.
- Cell with the most instances on the worst path: ha_1
- The clock drives 512 sinks.
* Average routed wire per standard cell: 21.2 um
- The OpenROAD report gives the critical path a data arrival time of 9500 ps.
* # rows: 100
- The flow reports that sequential cells draw 43.1% of the design power.
* Number of max-cap violations: 0
- The H-tree generated during clock tree synthesis spans 2 levels.
- Area figure in the yosys stat output: 30300 um^2
- Total GRT Usage: 21.2%
* Number of buffers inserted for hold repair after clock tree synthesis: 0
- Max rail drop VDD: 0.0712 mV
- The number of cells reported by Yosys stat comes to 2513.
- Internal: 2030 uW
* Unrepaired setup endpoints after global routing: false
- Number of enable-type register cells in the synthesized netlist: 448
- According to the floorplan report, the die height is 277 um.
- Global routing finished with a remaining overflow of 0.
- Nets still carrying antenna violations after routing amount to 0.
- STA lists the maximum fanout along the critical path as 5.
- Worst hold margin: 379 ps
* Maximum number of pins on one net before global-route repair: 130
- CTS reports a maximum clock tree buffer depth of 3.
* Count of input and output buffers: 44
* Horizontal die dimension: 277 um
- The overall die size recorded for this design is 76900 um^2.
- Endpoints with negative setup slack in the final report add up to 0.
- Worst Setup Slack post-DPL: 14270 ps
* Number of different library cells in the post-synthesis netlist: 77
- Sequential cell area fraction in the yosys report: 48.6%
- The initial antenna violation count is 1.
- Path class of the lowest-slack min-delay path: reg -> reg
- Synthesis Warnings: 4
* Number of diodes: 0
* Total standard cell area after synthesis: 30300 um^2
- The detailed router finished its first iteration with 1049 violations.
- Of the available clock period, the critical path in the final layout requires 39.1%.
* Comb pwr share: 29.4%
- The routed layout has 19500 vias.
- Dominant flop cell: edfxtp_1
- The flow reported a cell area power density of 89.7 nW/um^2.
- Clock edge transition at the registers on the reported setup and hold paths: 60 ps
* Share of final-layout standard cells stronger than drive strength 1: 8.01%
- On the worst path, the slowest cell contributes a delay of 790 ps.
- Fill cell instance count of the final layout: 6592
* Fmax: 109 MHz
-- cell families (layout without fill, tap and decap cells) --
logic type,count (synthesis),in the layout,share of synthesized area (%)
buf+inv,211,319,2.62
mux,98,98,6.54
compound gates,492,492,10.5
fa+ha+maj,326,326,13.5
simple gates,558,558,9.05
xor+xnor,316,316,9.13
flops,512,512,48.6
-- cell usage in the layout, fill, tap and decap left out, types with 8 or more instances in the layout --
cell,n
nor3_1,27
o21bai_1,28
a21boi_0,16
nor2b_1,26
a21o_1,67
clkdlybuf4s50_1,44
and2_1,64
nor2_1,141
edfxtp_1,448
a221oi_1,15
o21a_1,17
dfxtp_1,62
a211oi_1,11
nand2b_1,26
a31oi_1,8
xor2_1,86
mux4_2,80
o21ai_0,93
clkinv_1,9
clkbuf_16,56
nand4_1,45
xnor2_1,230
mux2i_1,18
inv_1,145
a21oi_1,162
clkbuf_1,15
nand2_1,136
buf_4,27
o31ai_1,8
or3_1,14
and3_1,11
nand3_1,41
ha_1,323
-- power by group through the flow --
stage,combinational (uW),clock [uW],sequential (uW)
after CTS,897,852,1310
after global routing,992,887,1320
final,891,832,1300
-- metal layers --
layer | share of wire [%] | global-route usage [%] | up-vias
li1 | - | - | 9498
met4 | 1.8 | 3.26 | 2
met5 | 0.017 | 0 | -
met3 | 9.1 | 8.19 | 81
met1 | 43 | 30.9 | 9282
met2 | 46 | 32.2 | 613
-- registers in the layout, indices dropped and copies added (netlist names), named ones only --
signal,count
u_easy_fifo_axis_sync.u_sync_fifo.fifo_lutram,256
u_xoshiro128ss.s0,64
u_xoshiro128ss.s1,64
u_xoshiro128ss.rand64,48
pkt_len_buf_in,16
pkt_len_curr,16
pkt_len_diff,16
pkt_len_mask,16
u_easy_fifo_axis_sync.u_sync_fifo.lutram_rd_ptr,5
u_easy_fifo_axis_sync.u_sync_fifo.lutram_wr_ptr,5
pkt_len_buf_in_vld,1
vld,1
-- cell type report --
type | instances | area, um^2 | area share (%)
Clock inverter | 30 | 295 | 0.875
Timing Repair Buffer | 72 | 663 | 1.97
Multi-Input combinational cell | 1790 | 14800 | 43.9
Tap cell | 969 | 1210 | 3.59
Inverter | 145 | 544 | 1.61
Sequential cell | 512 | 14700 | 43.7
Clock buffer | 72 | 1470 | 4.36
-- worst max-delay path, delay by kind of cell (launching register included) --
| family | cells | cell delay [ps] |
|---|---|---|
| AOI/OAI and AO/OA | 21 | 5750 |
| DFF | 1 | 520 |
| adders and majority gates | 5 | 1620 |
| xor gates and xnor gates | 2 | 300 |
| and+or+nand+nor | 2 | 680 |
-- stage by stage --
step	std cells	util, %
global placement	3488	42.8
floorplan	2513	-
global route	3590	45.2
finish	3590	45.2
CTS	3590	45.2
detailed placement	3488	42.8
-- synthesized netlist by cell type, drive strengths merged, types with 9 or more instances --
cell / number / area [um^2]
edfxtp: 448 / 13500
ha: 323 / 4040
xnor2: 230 / 2010
a21oi: 166 / 838
inv: 145 / 544
nor2: 141 / 529
nand2: 137 / 514
o21ai: 95 / 475
xor2: 86 / 753
mux4: 80 / 1800
a21o: 67 / 503
and2: 65 / 407
dfxtp: 64 / 1280
clkbuf: 55 / 206
nand4: 45 / 282
nand3: 41 / 205
o21bai: 28 / 210
nor3: 27 / 135
nand2b: 26 / 163
nor2b: 26 / 163
mux2i: 18 / 180
a21boi: 17 / 128
o21a: 17 / 128
a221oi: 16 / 146
or3: 14 / 87.6
a211oi: 12 / 95.1
and3: 11 / 68.8
buf: 11 / 42.5
o31ai: 9 / 72.6
-- path summary, 6_finish.rpt --
check                           slack [ps]                             endpoint  cells past startpoint
worst max-delay path                 14260  u_xoshiro128ss.rand64[50]$_DFFE_PN_                     30
worst min-delay path                   380             pkt_len_mask[15]$_DFF_P_                      0
worst max register to register       14260  u_xoshiro128ss.rand64[50]$_DFFE_PN_                     30
worst min register to register         380             pkt_len_mask[15]$_DFF_P_                      0
Power is estimated from default activity; no workload was simulated.
