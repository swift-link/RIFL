==> design.v <==
module tx_axis_conv #(
    parameter int DWIDTH_IN = 256,
    parameter int DWIDTH_OUT = 240
)
(
    input logic clk,
    input logic rst,
    input logic [DWIDTH_IN-1:0] s_axis_tdata,
    input logic [DWIDTH_IN/8-1:0] s_axis_tkeep,
    input logic s_axis_tlast,
    input logic s_axis_tvalid,
    output logic s_axis_tready,
    output logic [DWIDTH_OUT-1:0] m_axis_tdata,
    output logic [DWIDTH_OUT/8-1:0] m_axis_tkeep,
    output logic m_axis_tlast,
    output logic m_axis_tvalid,
    input logic m_axis_tready
);
    localparam int DWIDTH_UNIT = DWIDTH_IN-DWIDTH_OUT;
    localparam int KEEP_UNIT = DWIDTH_UNIT/8;
    localparam bit [$clog2(DWIDTH_IN/DWIDTH_UNIT):0] N = DWIDTH_IN/DWIDTH_UNIT;
    localparam bit [$clog2(DWIDTH_IN/DWIDTH_UNIT):0] M = N - 1;
    logic [DWIDTH_OUT*2-1:0] data_vector;
    logic [DWIDTH_OUT/4-1:0] keep_vector;
    logic [$clog2(N)-1:0] cnt;
    logic [DWIDTH_OUT-1:0] data_tail_reg;
    logic [DWIDTH_OUT/8-1:0] keep_tail_reg;
    logic tail_eop;
    logic core_pause;
    assign s_axis_tready = m_axis_tready && ~core_pause;  
    always_ff @(posedge clk) begin
        if (rst)
            core_pause <= 1'b0;
        else if (m_axis_tready) begin
            if (core_pause)
                core_pause <= 1'b0;
            else if (s_axis_tvalid && s_axis_tkeep[KEEP_UNIT*(cnt+1)-1] && (s_axis_tlast || (cnt+1'b1) == M[$clog2(N)-1:0]))
                core_pause <= 1'b1;
        end
    end
    always_ff @(posedge clk) begin
        if (rst)
            cnt <= {$clog2(N){1'b0}};
        else if (m_axis_tready) begin
            if (core_pause)
                cnt <= {$clog2(N){1'b0}};
            else if (s_axis_tvalid && s_axis_tlast && ~s_axis_tkeep[KEEP_UNIT*(cnt+1)-1])
                cnt <= {$clog2(N){1'b0}};
            else if (s_axis_tvalid)
                cnt <= cnt + 1'b1;
        end
    end
    always_ff @(posedge clk) begin
        if (rst)
            tail_eop <= 1'b0;
        else if (m_axis_tready) begin
            tail_eop <= ~tail_eop && s_axis_tvalid && s_axis_tlast && s_axis_tkeep[KEEP_UNIT*(cnt+1)-1] && ~core_pause;
        end
    end
    always_ff @(posedge clk) begin
        if (rst) begin
            data_tail_reg <= {DWIDTH_OUT{1'b0}};
            keep_tail_reg <= {DWIDTH_OUT/8{1'b0}};
        end
        else if (m_axis_tready && s_axis_tvalid) begin
            data_tail_reg <= s_axis_tdata[DWIDTH_OUT-1:0];
            keep_tail_reg <= s_axis_tkeep[DWIDTH_OUT/8-1:0];
        end
    end
    assign data_vector = {data_tail_reg,s_axis_tdata[DWIDTH_IN-1:DWIDTH_UNIT]};
    assign keep_vector = {keep_tail_reg,({DWIDTH_OUT/8{~tail_eop}}&s_axis_tkeep[DWIDTH_IN/8-1:KEEP_UNIT])};
    assign m_axis_tdata = data_vector[DWIDTH_OUT-1+DWIDTH_UNIT*cnt-:DWIDTH_OUT];
    assign m_axis_tkeep = keep_vector[DWIDTH_OUT/8-1+KEEP_UNIT*cnt-:DWIDTH_OUT/8];
    assign m_axis_tlast = (tail_eop || (s_axis_tlast && ~s_axis_tkeep[KEEP_UNIT*(cnt+1)-1])) && (s_axis_tvalid | core_pause);
    assign m_axis_tvalid = s_axis_tvalid | core_pause;
endmodule
==> run.sh <==
#!/bin/bash
# OpenROAD 26Q1-2900-gdf79404cd8, Yosys 0.63+post, stock flow scripts
make -C /OpenROAD-flow-scripts/flow DESIGN_CONFIG=/design/flow/config.mk WORK_HOME=/design/flow/orfs finish
==> config.mk <==
export PLATFORM = sky130hd
export DESIGN_NAME = tx_axis_conv
export DESIGN_NICKNAME = tx_axis_conv
export VERILOG_FILES = /design/flow/design.v
export SDC_FILE = /design/flow/constraint.sdc
export NUM_CORES = 4
export LEC_CHECK = 1
export CORE_UTILIZATION = 40
==> constraint.sdc <==
current_design tx_axis_conv

set clk_period 46.9
set clk_io_pct 0.2

create_clock -name clk0 -period $clk_period [get_ports {clk}]

set non_clock_inputs [all_inputs -no_clocks]
set_input_delay [expr $clk_period * $clk_io_pct] -clock clk0 $non_clock_inputs
set_output_delay [expr $clk_period * $clk_io_pct] -clock clk0 [all_outputs]
==> results.py <==
# Flow results
metrics = {
    "min_path": {
        "timing.hold.worst.class": "reg -> reg",
        "hold-path-endpoint": "data_tail_reg[224]$_SDFFE_PP0P_",
        "timing.hold.worst.start": "data_tail_reg[224]$_SDFFE_PP0P_",
        "hold_depth": 2,
    },
    "logic_synthesis": {
        "synth-main-ff-cell": "sky130_fd_sc_hd__dfxtp_1",
        "synthesis.area_sq_um": 28400,
        "ys_seq_elements": 276,
        "yosys.stat.seqShare_pct": 19.5,
        "edf_count": 0,
        "syn_inst": 3811,
        "synth_top_area_share_pct": 19.5,
        "asyncSetResetFlopFracSynth_pct": 0,
        "yosys-top-cells-area": "sky130_fd_sc_hd__dfxtp_1 (19%), sky130_fd_sc_hd__mux4_2 (19%), sky130_fd_sc_hd__nand2_1 (16%)",
        "synth.avg_cell_area_sq_um": 7.44,
        "synth.yosys.warnings": 1,
        "synth.yosys.num_cells": 3811,
        "synth_cell_types": 61,
        "synth.largest_area_cell": "sky130_fd_sc_hd__dfxtp_1",
        "ys_area_sq_um": 28400,
    },
    "route": {
        "drtAntennaViolNets": 0,
        "detailroute.via_count": 31400,
        "detail_route.wirelength_mm": 146,
        "initialDrtViolationCount": 3828,
        "viasPerCell": 6.18,
        "detailedRoute.firstPassIterationCount": 8,
        "drt-wirelength-per-cell_um": 28.7,
        "drcViolationCount": 0,
    },
    "final_timing": {
        "skew_ns": 0.000599,
        "timing.max_slew.rel_slack_pct": 21.8,
        "slew_violations": 0,
        "final.hold.worst_slack_ns": 0.454,
        "setup_total_negative_slack_ns": 0,
        "grt_setup_unrepaired": "no",
        "transition_time_of_the_tightest_slew_check_pin_ns": 1.16,
        "final.min_clock_period_ns": 21.50,
        "fin_crit_share_pct": 45.8,
        "hold_viol": 0,
        "final-setup-viol-count": 0,
        "maxClockFrequency_mhz": 46.5,
    },
    "critical_path": {
        "worstSetupStartpoint": "s_axis_tdata[146]",
        "r2r.worst_path.cells": 8,
        "critical-path-slowest-cell": "sky130_fd_sc_hd__mux2i_1",
        "worst_setup_path_end_kind": "output pin",
        "worst-setup-path-type": "in -> out",
        "reg2reg_from": "cnt[0]$_SDFFE_PP0P_",
        "timing.critical_path.buf_inv": 2,
        "critPathRequiredTime_ns": 37.52,
        "startpoint_type": "input pin",
        "critical_path_peak_fanout": 3,
        "cp_slowest_stage_delay_ns": 0.81,
        "arrival_ns": 12.12,
        "path_common_cell": "sky130_fd_sc_hd__clkdlybuf4s50_1",
        "rr_endpoint": "cnt[2]$_SDFFE_PP0P_",
        "cp_top_family": "multiplexers",
        "r2r_slack_ns": 43.30,
        "path_cells": "clkdlybuf4s50_1, mux2i_1, a21oi_1, mux4_2, clkdlybuf4s50_1",
    },
    "cts": {
        "clk_transition_reported_paths_ns": 0.05,
        "htree_levels": 2,
        "hold_buffers": 0,
        "tritoncts_clock_tree": "built",
        "post_cts_buffers": 0,
        "cts_sinks": 276,
        "ctsResizeCount": 0,
        "insertion_delay_ns": 0.57,
        "cts-root-buf": "sky130_fd_sc_hd__clkbuf_16",
        "cts_buffers": 39,
        "clockBufferDepth": 3,
    },
    "flow_run": {
        "drv_cap": 0,
        "openroad_warning_count": 38,
    },
    "global_routing": {
        "track_usage_pct": 41.2,
        "grt_pass1_vias": 28100,
        "grt_pass1_wl_mm": 205,
        "grt_remaining_overflow": 0,
        "grt_antenna_before_repair": 31,
        "grt_max_degree": 137,
    },
    "finish": {
        "post_route_cells_drive_above_1_share_pct": 11.3,
        "area_delta_synth_final_pct": 24.1,
        "layout.cells.most_common": "sky130_fd_sc_hd__nand2_1",
        "largest_reg_flops": 240,
        "final_area_sq_um": 35200,
        "final_layout_top_logic_cells": "sky130_fd_sc_hd__nand2_1 (1176), sky130_fd_sc_hd__clkdlybuf4s50_1 (564), sky130_fd_sc_hd__a21oi_1 (501)",
    },
    "outcome": {
        "outcome": "finished clean",
    },
    "die": {
        "floorplan.die.width_um": 268,
        "core_area_sq_um": 70100,
        "row_count": 97,
        "floorplan.die_area_sq_um": 72000,
        "die-height_um": 268,
        "floorplanUtilization_pct": 40.4,
        "floorplan.io_pins": 566,
    },
    "placed_design": {
        "detailed_place_hpwl_mm": 112,
        "port-buffer-count": 565,
        "final_wtd_congestion": 1.07,
        "placedInstanceArea_sq_um": 33800,
    },
    "power_and_ir_drop": {
        "max-vdd-ir-drop_mv": 0.0259,
        "totalPowerFinal_mw": 1.01,
        "power.density_cell_area_nw_per_um2": 28.6,
        "leakage_power_nw": 12.5,
    },
}
==> final cells by class <==
| class | count | area (sq um) |
|---|---|---|
| fillers | 6861 | 34900 |
| clock inverters | 16 | 246 |
| clock buffers | 53 | 1090 |
| inverters | 5 | 36.3 |
| flip-flops and latches | 276 | 5540 |
| well taps | 940 | 1180 |
| multi-input cells | 3155 | 21000 |
| diodes | 20 | 50.0 |
| repair buffers | 618 | 6100 |
==> worst max path at each step <==
stage	to	depth (start not counted)
4_1_cts	m_axis_tdata[130]	7
5_1_grt	m_axis_tdata[115]	6
6_report	m_axis_tdata[18]	5
==> power by group <==
| part | switching, mW | internal (mW) | total (mW) |
|---|---|---|---|
| clock | 0.126 | 0.196 | 0.322 |
| sequential | 0.0161 | 0.245 | 0.262 |
| combinational | 0.230 | 0.195 | 0.425 |
| total | 0.372 | 0.636 | 1.01 |
==> worst reg2reg max path, delay by kind of cell, from the launching register on <==
kind	cells	cell delay [ns]
AND/OR/NAND/NOR	3	0.60
adder cells (fa/ha/maj)	1	1.01
AND-OR/OR-AND	3	0.85
buffers and inverters	1	0.33
flip-flops	1	0.70
==> routing by layer <==
metal	global-route usage, %	vias up	wire length, um	part of all wire [%]
li1	-	14200	-	-
met1	63.0	14800	62400	43
met2	43.5	2222	49900	34
met3	32.5	188	29700	20
met4	7.38	40	2750	1.9
met5	11.0	-	1220	0.84
==> cell families (layout without fill, tap and decap cells) <==
family | count (synthesis) | after routing | share of synthesized area, %
AND/OR/NAND/NOR | 1618 | 1618 | 23.0
AND-OR/OR-AND | 931 | 931 | 18.4
multiplexers | 603 | 603 | 32.4
buffers and inverters | 380 | 692 | 6.61
flip-flops | 276 | 276 | 19.5
adder cells (fa/ha/maj) | 2 | 2 | 0.0882
XOR/XNOR | 1 | 1 | 0.0309
other | 0 | 20 | 0
==> synth_stat cells (all sizes together) (65+ instances only) <==
cell type and instances:
mux2 92, clkbuf 200, a31oi 65, o21ai 197, a21oi 501, a211oi 99
dfxtp 276, nor2 250, mux2i 268, buf 175, nor2b 78, mux4 243
nand2 1177
==> stage by stage <==
stage / worst slack [ns] / utilization (%) / std cells
final: 25.40 / 50.2 / 5083
after global routing: 25.40 / 50.2 / 5078
after CTS: 25.65 / 50.1 / 5063
after detailed placement: 25.67 / 48.2 / 4994
after global placement: 25.61 / 48.2 / 4994
after floorplan: 26.99 / - / 3811
Power and IR drop assume default switching activity.
