[flow/run.sh]
#!/bin/bash
# OpenROAD 26Q1-2900-gdf79404cd8, Yosys 0.63+post, stock flow scripts
make -C /OpenROAD-flow-scripts/flow DESIGN_CONFIG=/design/flow/config.mk WORK_HOME=/design/flow/orfs finish
[flow/config.mk]
export PLATFORM = sky130hd
export DESIGN_NAME = axis_dummy_slave
export DESIGN_NICKNAME = axis_dummy_slave
export VERILOG_FILES = /design/flow/design.v
export SDC_FILE = /design/flow/constraint.sdc
export NUM_CORES = 4
export LEC_CHECK = 1
export CORE_UTILIZATION = 40
[flow/constraint.sdc]
current_design axis_dummy_slave

set clk_period 22.1
set clk_io_pct 0.2

create_clock -name clk0 -period $clk_period [get_ports {clk}]

set non_clock_inputs [all_inputs -no_clocks]
set_input_delay [expr $clk_period * $clk_io_pct] -clock clk0 $non_clock_inputs
set_output_delay [expr $clk_period * $clk_io_pct] -clock clk0 [all_outputs]
[flow/design.v]
`timescale 1ns/1ps
module axis_dummy_slave #
(
    parameter int DWIDTH = 32,
    parameter bit HAS_READY = 0,
    parameter bit HAS_KEEP = 0,
    parameter bit HAS_LAST = 0,
    parameter bit HAS_STRB = 0,
    parameter int DEST_WIDTH = 0,
    parameter int USER_WIDTH = 0,
    parameter int ID_WIDTH = 0,
    parameter bit [63:0] SEED = 64'b0
)
(
    input logic clk,
    input logic [DWIDTH-1:0] s_axis_tdata,
    input logic s_axis_tvalid,
    input logic [DWIDTH/8-1:0] s_axis_tkeep,
    input logic s_axis_tlast,
    input logic [DWIDTH/8-1:0] s_axis_tstrb,
    input logic [DEST_WIDTH <= 0 ? 1 : DEST_WIDTH-1:0] s_axis_tdest,
    input logic [USER_WIDTH <= 0 ? 1 : USER_WIDTH-1:0] s_axis_tuser,
    input logic [ID_WIDTH <= 0 ? 1 : ID_WIDTH-1:0] s_axis_tid,
    output logic s_axis_tready,
    input [63:0] bp_ratio_code
);
    logic s_axis_tready_int = 1'b1;
    logic [63:0] bp_ratio_code_reg;
    logic [63:0] rand64;
    xoshiro128ss_simple #(
        .S0 (((((((SEED+64'd19911102+64'h9e3779b97f4a7c15) ^ ((SEED+64'd19911102+64'h9e3779b97f4a7c15) >> 30)) * 64'hbf58476d1ce4e5b9) ^ ((((SEED+64'd19911102+64'h9e3779b97f4a7c15) ^ ((SEED+64'd19911102+64'h9e3779b97f4a7c15) >> 30)) * 64'hbf58476d1ce4e5b9) >> 27)) * 64'h94d049bb133111eb) ^ ((((((SEED+64'd19911102+64'h9e3779b97f4a7c15) ^ ((SEED+64'd19911102+64'h9e3779b97f4a7c15) >> 30)) * 64'hbf58476d1ce4e5b9) ^ ((((SEED+64'd19911102+64'h9e3779b97f4a7c15) ^ ((SEED+64'd19911102+64'h9e3779b97f4a7c15) >> 30)) * 64'hbf58476d1ce4e5b9) >> 27)) * 64'h94d049bb133111eb) >> 31))),
        .S1 (((((((SEED+64'd19911102+64'h9e3779b97f4a7c15+64'h9e3779b97f4a7c15) ^ ((SEED+64'd19911102+64'h9e3779b97f4a7c15+64'h9e3779b97f4a7c15) >> 30)) * 64'hbf58476d1ce4e5b9) ^ ((((SEED+64'd19911102+64'h9e3779b97f4a7c15+64'h9e3779b97f4a7c15) ^ ((SEED+64'd19911102+64'h9e3779b97f4a7c15+64'h9e3779b97f4a7c15) >> 30)) * 64'hbf58476d1ce4e5b9) >> 27)) * 64'h94d049bb133111eb) ^ ((((((SEED+64'd19911102+64'h9e3779b97f4a7c15+64'h9e3779b97f4a7c15) ^ ((SEED+64'd19911102+64'h9e3779b97f4a7c15+64'h9e3779b97f4a7c15) >> 30)) * 64'hbf58476d1ce4e5b9) ^ ((((SEED+64'd19911102+64'h9e3779b97f4a7c15+64'h9e3779b97f4a7c15) ^ ((SEED+64'd19911102+64'h9e3779b97f4a7c15+64'h9e3779b97f4a7c15) >> 30)) * 64'hbf58476d1ce4e5b9) >> 27)) * 64'h94d049bb133111eb) >> 31)))
    ) u_xoshiro128ss (
    	.clk    (clk),
        .rand64 (rand64)
    );
    always_ff @(posedge clk) begin
        bp_ratio_code_reg <= bp_ratio_code;
    end
    always_ff @(posedge clk) begin
        s_axis_tready <= rand64 >= bp_ratio_code_reg;
    end
endmodule
`timescale 1ns / 1ps
module xoshiro128ss_simple #
(
    parameter bit [63:0] S0 = 64'd1,
    parameter bit [63:0] S1 = 64'd2
)
(
    input logic clk,
    output logic [63:0] rand64
);
    logic [63:0] s0 = S0;
    logic [63:0] s1 = S1;
    logic [63:0] s0_new, s1_new;
    logic [63:0] s0m5;
    logic [63:0] s0m5_rotl;
    always_comb begin
        s0_new = s0;
        s1_new = s1;
        s1_new = s1_new ^ s0;
        s0_new = ({s0_new << 24} | {s0_new >> (64-24)}) ^ s1_new ^ (s1_new << 16);
        s1_new = ({s1_new << 37} | {s1_new >> (64-37)});
    end
    always_ff @(posedge clk) begin
        s0 <= s0_new;
        s1 <= s1_new;
        rand64 <= ({{s0*5} << 7} | {{s0*5} >> (64-7)})*9;
    end
endmodule
==> results.ini <==
[final_timing]
setup_ws_ns=13.69
finalSetupTns_ns=0
rsz0062_at_grt=no
clock-skew-final_ns=0.0278
shortest_clock_period_the_worst_path_allows_after_layout_ns=8.41
timing.max_slew.rel_slack=0.450
max_slew.worst_pin.slew_ns=0.819
period_used_share=0.381
drv_slew=0
hold_viol=0
fmax_ghz=0.119
setup_viol=0

[routing]
wire_length_per_cell_after_detailed_routing_um=15.6
num_vias=12200
drtIter0Drc=641
drt-pass1-iter-count=6
ant_nets=0
diodes=0
residual_drc_count=0
wirelength_um=37200
post_drt_via_cell_ratio=5.13

[power_and_ir_drop]
fin_total_pwr_w=0.00100
cellLeakagePower_nw=9.01
power-per-cell-area_nw_per_um2=53.1
vdd.ir_drop.worst_mv=0.0560

[worst_setup_path]
worst_reg2reg_path_startpoint=u_xoshiro128ss.s0[1]$_DFF_P_
timing.reg2reg.setup_slack_ns=13.69
start_kind=flip-flop
reg2regPathDepth=26
critPathArrivalTime_ns=8.90
worst-path-max-fanout=5
rr_endpoint=u_xoshiro128ss.rand64[62]$_DFF_P_
timing.setup.critical_path_class=reg -> reg
critical_path.endpoint_type=flip-flop
critPathRequiredTime_ns=22.58

[clock_network]
post_cts_resize_count=0
tritoncts.num_buffers=28
clk_path_buf_depth=3
cts.reportedPaths.clkPinSlew_ns=0.06
post_cts_hold_buffer_count=0
tritoncts=done
clockRootBuffer=sky130_fd_sc_hd__clkbuf_16
cts_h_tree_depth=1
worstSkewPairLatency_ns=0.58
cts.sinks=257
post-cts-setup-buffers=0

[status]
run_status=complete, no violations

[layout]
instances_no_fill=2389
area.growth.synth_to_final_pct=13.3
layout.cell_area.non_filler_um2=18800
drive_above_1_share=0.0355
final_cell_mix=305 x sky130_fd_sc_hd__ha_1, 257 x sky130_fd_sc_hd__dfxtp_1, 223 x sky130_fd_sc_hd__xnor2_1
final_common_cell=sky130_fd_sc_hd__ha_1
layout.filler_cells=3829

[logic_synthesis]
yosys.stat.seqShare=0.310
mean_instance_size_in_the_synthesized_netlist_um2=9.36
synth.ff_latch_count=257
post_synth_num_cell_types=71
edf_count=0
synthCells=1774
yosysWarnings=2
asyncSetResetFlopFracSynth=0
yosysCellCount=1774
postSynth.topFlopCell=sky130_fd_sc_hd__dfxtp_1
synth_chip_area_um2=16600
post_synth_instance_area_um2=16600

[floorplan]
coreArea_um2=40900
die-height_um=206
floorplan.die_area_um2=42300
ioPinCount=114
floorplan.rows=74
dieWidth_um=206
floorplan.initialDensity=0.406

[placement]
post-place-ws_ns=13.70
routabilityCongestion=0.889
placed_cells=2337
numPortBuffers=65
post_dp_cell_area_um2=17800
dp_hpwl_um=30300

[job]
warnings=74
max-cap-violations=0

[global_routing]
vias_in_the_first_global_route=11700
grt_start_max_net_pins=16
initial_antenna_violation_count=0
grt_pass1_wl_um=60600
globalRoute.totalOverflow=0
total_routing_usage_gr=0.185

[min_path]
worstHoldEndpoint=u_xoshiro128ss.s1[30]$_DFF_P_
hold_path.class=reg -> reg
worstHoldStart=u_xoshiro128ss.s1[57]$_DFF_P_
timing.hold.worst_path_depth=1

-- final cells by class --
class | count | area, µm² | area share
multi-input cells | 1338 | 10800 | 0.573
flip-flops and latches | 257 | 5140 | 0.273
clock buffers | 40 | 806 | 0.0428
well taps | 532 | 666 | 0.0354
repair buffers | 66 | 658 | 0.0350
inverters | 144 | 541 | 0.0287
clock inverters | 12 | 221 | 0.0118
-- worst max path at each step --
| stage | cells past startpoint | slack, ns | to | start |
|---|---|---|---|---|
| after CTS | 26 | 13.60 | u_xoshiro128ss.rand64[62]$_DFF_P_ | u_xoshiro128ss.s0[1]$_DFF_P_ |
| after global routing | 26 | 13.14 | u_xoshiro128ss.rand64[62]$_DFF_P_ | u_xoshiro128ss.s0[1]$_DFF_P_ |
| final | 26 | 13.69 | u_xoshiro128ss.rand64[62]$_DFF_P_ | u_xoshiro128ss.s0[1]$_DFF_P_ |
-- metal layers --
layer / share of wire / GRT usage / up-vias
met5: 0 / 0 / -
met4: 0.029 / 0.0444 / 0
met3: 0.040 / 0.0228 / 52
met2: 0.42 / 0.277 / 204
met1: 0.51 / 0.287 / 5577
li1: - / - / 6414
-- cells in the mapped netlist (6+ instances only) --
library cell	n	area (µm²)
sky130_fd_sc_hd__a21o_1	84	631
sky130_fd_sc_hd__a21oi_1	134	671
sky130_fd_sc_hd__inv_1	144	541
sky130_fd_sc_hd__o21a_1	18	135
sky130_fd_sc_hd__nand2b_1	11	68.8
sky130_fd_sc_hd__and4_1	6	52.6
sky130_fd_sc_hd__a31oi_1	19	119
sky130_fd_sc_hd__ha_1	305	3820
sky130_fd_sc_hd__xor2_1	67	587
sky130_fd_sc_hd__xnor2_1	223	1950
sky130_fd_sc_hd__o21ai_0	73	365
sky130_fd_sc_hd__nor2_1	68	255
sky130_fd_sc_hd__dfxtp_1	257	5140
sky130_fd_sc_hd__and3_1	11	68.8
sky130_fd_sc_hd__clkbuf_1	28	105
sky130_fd_sc_hd__nor3_1	20	100
sky130_fd_sc_hd__a211oi_1	11	82.6
sky130_fd_sc_hd__nand2_1	81	304
sky130_fd_sc_hd__a221oi_1	6	52.6
sky130_fd_sc_hd__nor4_1	8	50.1
sky130_fd_sc_hd__nand3_1	30	150
sky130_fd_sc_hd__nand4_1	34	213
sky130_fd_sc_hd__nor2b_1	14	87.6
sky130_fd_sc_hd__o31ai_1	6	45.0
sky130_fd_sc_hd__o211ai_1	10	75.1
sky130_fd_sc_hd__o21bai_1	21	158
-- cells by family after synthesis --
logic type      count (synthesis)  share of synthesized area
buf+inv                       179                     0.0411
fa+ha+maj                     307                      0.232
xor+xnor                      291                      0.154
mux                             1                   0.000603
compound gates                438                      0.173
flops                         257                      0.310
simple gates                  301                     0.0889
-- critical path, stage by stage, from the launching register on --
cell and delay (ns):
sky130_fd_sc_hd__dfxtp_1 0.53, sky130_fd_sc_hd__ha_1 0.30, sky130_fd_sc_hd__ha_1 0.24, sky130_fd_sc_hd__fa_1 0.42, sky130_fd_sc_hd__a21oi_1 0.24, sky130_fd_sc_hd__o221a_4 0.25
sky130_fd_sc_hd__a2111o_1 0.20, sky130_fd_sc_hd__nor2_1 0.10, sky130_fd_sc_hd__o31ai_1 0.48, sky130_fd_sc_hd__a21oi_1 0.29, sky130_fd_sc_hd__a311oi_1 0.76, sky130_fd_sc_hd__o21ai_1 0.23
sky130_fd_sc_hd__a31oi_1 0.24, sky130_fd_sc_hd__xnor2_1 0.19, sky130_fd_sc_hd__ha_1 0.28, sky130_fd_sc_hd__ha_1 0.22, sky130_fd_sc_hd__fa_1 0.43, sky130_fd_sc_hd__a211oi_1 0.36
sky130_fd_sc_hd__o21ai_0 0.22, sky130_fd_sc_hd__and4_1 0.28, sky130_fd_sc_hd__o22a_1 0.29, sky130_fd_sc_hd__o31ai_2 0.45, sky130_fd_sc_hd__nor2_1 0.13, sky130_fd_sc_hd__a41oi_1 0.34
sky130_fd_sc_hd__o21ai_0 0.33, sky130_fd_sc_hd__a21oi_1 0.34, sky130_fd_sc_hd__xnor2_1 0.15
-- stage by stage --
stage	util	hold slack, ns
after floorplan	-	0.436
after global placement	0.435	0.446
after detailed placement	0.435	0.452
after CTS	0.460	0.458
after global routing	0.460	0.471
final	0.460	0.448
-- report_power, final --
part           switching (W)  internal, W   total, W
Clock               0.000195     0.000314   0.000509
Combinational     0.00000627    0.0000136  0.0000199
Sequential        0.00000151     0.000470   0.000471
Power figures rest on the tool's default switching activity, not on a simulated workload.
