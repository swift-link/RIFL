==> /design/flow/run.sh <==
#!/bin/bash
# OpenROAD 26Q1-2900-gdf79404cd8, Yosys 0.63+post, stock flow scripts
make -C /OpenROAD-flow-scripts/flow DESIGN_CONFIG=/design/flow/config.mk WORK_HOME=/design/flow/orfs finish
==> /design/flow/config.mk <==
export PLATFORM = sky130hd
export DESIGN_NAME = rx_axis_conv
export DESIGN_NICKNAME = rx_axis_conv
export VERILOG_FILES = /design/flow/design.v
export SDC_FILE = /design/flow/constraint.sdc
export NUM_CORES = 4
export LEC_CHECK = 1
export CORE_UTILIZATION = 50
==> /design/flow/constraint.sdc <==
current_design rx_axis_conv

set clk_period 57.8
set clk_io_pct 0.2

create_clock -name clk0 -period $clk_period [get_ports {clk}]

set non_clock_inputs [all_inputs -no_clocks]
set_input_delay [expr $clk_period * $clk_io_pct] -clock clk0 $non_clock_inputs
set_output_delay [expr $clk_period * $clk_io_pct] -clock clk0 [all_outputs]
==> /design/flow/design.v <==
`timescale 1ns/1ps
module rx_axis_conv #(
    parameter int DWIDTH_IN = 240,
    parameter int DWIDTH_OUT = 256
)
(
    input logic clk,
    input logic rst,
    input logic [DWIDTH_IN-1:0] s_axis_tdata,
    input logic [DWIDTH_IN/8-1:0] s_axis_tkeep,
    input logic s_axis_tlast,
    input logic s_axis_tvalid,
    output logic s_axis_tready,
    output logic [DWIDTH_OUT-1:0] m_axis_tdata,
    output logic [DWIDTH_OUT/8-1:0] m_axis_tkeep,
    output logic m_axis_tlast,
    output logic m_axis_tvalid,
    input logic m_axis_tready
);
    localparam int DWIDTH_UNIT = DWIDTH_OUT-DWIDTH_IN;
    localparam int KEEP_UNIT = DWIDTH_UNIT/8;
    localparam bit [$clog2(DWIDTH_OUT/DWIDTH_UNIT):0] N = DWIDTH_OUT/DWIDTH_UNIT;
    localparam bit [$clog2(DWIDTH_OUT/DWIDTH_UNIT):0] M = N - 1;
    logic [DWIDTH_IN*2-1:0] data_vector;
    logic [DWIDTH_IN/4-1:0] keep_vector;
    logic [DWIDTH_IN-1:0] tdata_reg;
    logic [DWIDTH_IN/8-1:0] tkeep_reg;
    logic tlast_reg;
    logic tvalid_reg;
    logic [$clog2(N)-1:0] cnt = {$clog2(N){1'b0}};
    logic buffer_loaded = 1'b0;
    logic pass_through;
    logic buffer_store, buffer_consume;
    always_ff @(posedge clk) begin
        if (rst) begin
            tdata_reg <= {DWIDTH_IN{1'b0}};
            tkeep_reg <= {DWIDTH_IN/8{1'b0}};
            tlast_reg <= 1'b0;
            tvalid_reg <= 1'b0;
        end
        else if (s_axis_tready) begin
            if (buffer_store) begin
                tdata_reg <= s_axis_tdata;
                tkeep_reg <= s_axis_tkeep;
                tlast_reg <= s_axis_tlast && (cnt == M || tlast_reg || s_axis_tkeep[DWIDTH_IN/8-1-cnt*KEEP_UNIT]);
                tvalid_reg <= 1'b1;
            end
            else if (buffer_consume) begin
                tdata_reg <= {DWIDTH_IN{1'b0}};
                tkeep_reg <= {DWIDTH_IN/8{1'b0}};
                tlast_reg <= 1'b0;
                tvalid_reg <= 1'b0;
            end
        end
    end
    always_ff @(posedge clk) begin
        if (rst)
            cnt <= 'b0;
        else if (s_axis_tready) begin
            if (buffer_store) begin
                if (buffer_loaded & tlast_reg)
                    cnt <= 'b1;
                else
                    cnt <= cnt + 1'b1;
            end
            else if (buffer_consume)
                cnt <= 'b0;
        end
    end
    always_ff @(posedge clk) begin
        if (rst)
            buffer_loaded <= 1'b0;
        else if (s_axis_tready) begin
            if (buffer_store)
                buffer_loaded <= 1'b1;
            else if (buffer_consume)
                buffer_loaded <= 1'b0;
        end
    end
    assign data_vector = {tdata_reg,s_axis_tdata};
    assign keep_vector = {tkeep_reg,{(DWIDTH_IN/8){~tlast_reg}}&s_axis_tkeep};
    always_ff @(posedge clk) begin
        if (rst) begin
            m_axis_tdata <= {DWIDTH_OUT{1'b0}};
            m_axis_tkeep <= {(DWIDTH_OUT/8){1'b0}};
            m_axis_tlast <= 1'b0;
            m_axis_tvalid <= 1'b0;
        end
        else if (m_axis_tready | ~m_axis_tvalid) begin
            if (pass_through) begin
                m_axis_tdata <= {s_axis_tdata,{DWIDTH_UNIT{1'b0}}};
                m_axis_tkeep <= {s_axis_tkeep,{KEEP_UNIT{1'b0}}};
                m_axis_tlast <= 1'b1;
                m_axis_tvalid <= 1'b1;
            end
            else if (~buffer_loaded) begin
                m_axis_tdata <= {DWIDTH_OUT{1'b0}};
                m_axis_tkeep <= {(DWIDTH_OUT/8){1'b0}};
                m_axis_tlast <= 1'b0;
                m_axis_tvalid <= 1'b0;
            end
            else begin
                m_axis_tdata <= data_vector[DWIDTH_IN*2-1-(cnt-1'b1)*DWIDTH_UNIT-:DWIDTH_OUT];
                m_axis_tkeep <= keep_vector[DWIDTH_IN/4-1-(cnt-1'b1)*KEEP_UNIT-:DWIDTH_OUT/8];
                m_axis_tlast <= tlast_reg | (s_axis_tlast&~buffer_store);
                m_axis_tvalid <= tlast_reg | s_axis_tvalid;
            end
        end
    end
    assign pass_through = ~buffer_loaded && s_axis_tvalid && s_axis_tlast;
    assign buffer_store = s_axis_tvalid && (tlast_reg || (cnt != M &&
                        (cnt == 'b0 ? ~pass_through : s_axis_tkeep[DWIDTH_IN/8-1-cnt*KEEP_UNIT])));
    assign buffer_consume = buffer_loaded & (tlast_reg | s_axis_tvalid);
    assign s_axis_tready = m_axis_tready | (~buffer_loaded & ~pass_through) | ~m_axis_tvalid;
endmodule
==> impl_metrics.csv <==
group,metric,value,unit
status,status,"complete, no violations",
synthesis,synthTopCellsByArea,"dfxtp_1, mux4_2, mux2i_1",
timing,fin_setup_tns,0,ns
layout,largest_reg_flops,256,
layout,layout_top_cell,"nor2_1",
timing,layout_min_cycle_time,24.90,ns
placement,preCtsSetupSlack,32.93,ns
drt,wirelength,335000,µm
synthesis,ys_seq_frac,0.218,
timing,slew_violations,0,
floorplan,core_area,102000,µm²
synthesis,ff_type,"dfxtp_1",
global_routing,grtUsageTotal,0.644,
run,warning_count,85,
drt,via_per_inst,8.17,
drt,drtIter0Drc,10000,
worst_setup_path,critPathLaunch,"m_axis_tready",
floorplan,chipArea,105000,µm²
clock_network,cts_tree,"built",
worst_setup_path,crit_arrival,13.34,ns
drt,antenna_left,0,
floorplan,fp_util,0.508,
clock_network,cts_hold_buf,0,
floorplan,io_pins,566,
power,vdd_drop_max,0.0408,mV
worst_setup_path,crit-reg2reg-launch,"cnt[0]",
hold_path,hp-class,"flip-flop to flip-flop",
layout,drive_above_1_share,0.158,
synthesis,syn_area_per_cell,8.65,µm²
placement,placement.io_buffers,565,
power,total_leakage_power,21.1,nW
global_routing,grt_pass1_vias,57200,
layout,area_growth,17.2,%
layout,utilization,0.595,
worst_setup_path,crit_path_end_kind,"primary output",
timing,grt_setup_unrepaired,"no",
synthesis,yosysTopAreaCellShare,0.218,
timing,fin_skew,0.0386,ns
worst_setup_path,regToRegSetupSlack,50.83,ns
synthesis,synthArstFlopShare,0,
timing,max_slew.worst_pin.slew,1.26,ns
timing,max_freq,0.0402,GHz
run,cap_violations,0,
worst_setup_path,crit_fanout,46,
synthesis,yosysWarnings,2,
clock_network,postCtsSetupBuffers,0,
synthesis,ys_cells,6009,
placement,place_congestion,1.14,
synthesis,ys.flops,566,
synthesis,syn-cell-area,51900,µm²
clock_network,cts-htree-levels,3,
worst_setup_path,r2r_cells,11,
layout,n_fill_cell,8753,
layout,lay_top_cells,"nor2_1, dfxtp_1, clkdlybuf4s50_1, a21oi_1, nand2_1",
synthesis,synth-edff-count,0,
drt,route.detailed.drc,0,
floorplan,die_w,324,µm
clock_network,worstSkewPairLatency,0.70,ns
worst_setup_path,required,46.24,ns
placement,place.detailed.hpwl,224000,µm
timing,max_slew_margin,0.154,
clock_network,cts-root-buf,"clkbuf_16",
power,power_density,46.9,nW/µm²
worst_setup_path,crit_end,"s_axis_tready",
global_routing,overflow,0,
layout,final_cells,7712,
clock_network,cts_resized,0,
clock_network,cts_sinks,566,
timing,setup_violations,0,
timing,fin_ws,32.90,ns
global_routing,grt_pass1_wl,458000,µm
timing,min_period_over_period,0.431,
clock_network,cts_buffers,75,
floorplan,die_h,324,µm
layout,regArea,11300,µm²
synthesis,top_area_cell,"dfxtp_1",
timing,hold_viol_final,0,
global_routing,grt_max_degree,131,
placement,dp.cells,7449,
floorplan,fp-row-count,117,
synthesis,synth_cell_type_count,102,
synthesis,syn_inst,6009,
synthesis,ys_area,51900,µm²
layout,combGateArea,37400,µm²
placement,placed_area,58000,µm²
worst_setup_path,path_class,"primary input to primary output",
drt,drt_pass1_iterations,14,
global_routing,antenna_found_initial,102,
drt,avgRoutedWirePerCell,43.4,µm
clock_network,clockBufferDepth,3,
layout,final_area,60900,µm²
drt,num_vias,63000,
worst_setup_path,start_kind,"primary input",
worst_setup_path,reg2reg_to,"tdata_reg[88]",
clock_network,clk_pin_slew,0.06,ns
==> how the worst min path moves through the flow <==
stage	startpoint	slack, ns	end	depth (start not counted)
4_1_cts	m_axis_tdata[208]	0.50	m_axis_tdata[208]	2
5_1_grt	m_axis_tdata[208]	0.50	m_axis_tdata[208]	2
6_report	m_axis_tdata[216]	0.50	m_axis_tdata[216]	2
==> worst max-delay path: stages <==
cell and delay (ns):
clkdlybuf4s50_1 0.46, nor2b_4 0.12, buf_4 0.50, nand2_1 0.22, clkdlybuf4s50_1 0.47
==> report_power, final <==
part / total, mW / internal [mW] / switching [mW]
sequential: 0.601 / 0.463 / 0.138
combinational: 1.75 / 0.648 / 1.10
clock: 0.507 / 0.293 / 0.214
==> logic make-up after synthesis <==
family                     Yosys count  synth area share
buffers and inverters              729            0.0664
muxes                              938             0.286
xor gates and xnor gates             4          0.000819
DFF                                566             0.218
AOI/OAI and AO/OA                 2207             0.295
and+or+nand+nor                   1560             0.133
adders and majority gates            5           0.00116
==> Yosys cell counts (130+ instances only) <==
master / number
mux2_2: 130
buf_2: 263
a22o_1: 306
a21oi_1: 480
nor3_1: 184
dfxtp_1: 566
nand2_1: 473
o21ai_0: 430
mux2i_1: 386
nor2_1: 590
mux4_2: 422
clkbuf_1: 314
==> routing by layer <==
metal,global-route usage,wire length (µm),vias to the layer above
li1,-,-,24200
met1,0.745,109000,29900
met2,0.725,116000,6820
met3,0.593,77800,1881
met4,0.371,26600,131
met5,0.458,5610,-
==> layout make-up <==
cell class,instances,share of cell area
inverter,16,0.00123
antenna,128,0.00526
clock inverter,25,0.00444
timing repair buffer,785,0.123
clock buffer,110,0.0372
tap,1368,0.0281
multi-input combinational,4714,0.614
sequential,566,0.186
==> stage by stage <==
stage / power (mW) / hold slack, ns
floorplan: 1.58 / 0.396
global placement: 2.20 / 0.483
detailed placement: 2.20 / 0.490
CTS: 2.70 / 0.497
global route: 2.87 / 0.505
finish: 2.85 / 0.495
Power is estimated from default activity; no workload was simulated.
